[run.sh]
#!/bin/bash
# OpenROAD 26Q1-2900-gdf79404cd8, Yosys 0.63+post, stock flow scripts
make -C /OpenROAD-flow-scripts/flow DESIGN_CONFIG=/design/flow/config.mk WORK_HOME=/design/flow/orfs finish
[config.mk]
export PLATFORM = sky130hd
export DESIGN_NAME = alu
export DESIGN_NICKNAME = alu
export VERILOG_FILES = /design/flow/design.v
export SDC_FILE = /design/flow/constraint.sdc
export NUM_CORES = 4
export LEC_CHECK = 1
export CORE_UTILIZATION = 50
[constraint.sdc]
current_design alu

set clk_period 17.3
set clk_io_pct 0.2

create_clock -name clk0 -period $clk_period

set non_clock_inputs [all_inputs -no_clocks]
set_input_delay [expr $clk_period * $clk_io_pct] -clock clk0 $non_clock_inputs
set_output_delay [expr $clk_period * $clk_io_pct] -clock clk0 [all_outputs]
[design.v]
package cpu_types_pkg;
  parameter WORD_W    = 32;
  parameter WBYTES    = WORD_W/8;
  parameter OP_W      = 6;
  parameter REG_W     = 5;
  parameter SHAM_W    = REG_W;
  parameter FUNC_W    = OP_W;
  parameter IMM_W     = 16;
  parameter ADDR_W    = 26;
  parameter AOP_W     = 4;
  parameter ITAG_W    = 26;
  parameter IIDX_W    = 4;
  parameter IBLK_W    = 0;  
  parameter IBYT_W    = 2;
  parameter DTAG_W    = 26;
  parameter DIDX_W    = 3;
  parameter DBLK_W    = 1;
  parameter DBYT_W    = 2;
  parameter DWAY_ASS  = 2;
  typedef enum logic [OP_W-1:0] {
    RTYPE   = 6'b000000,
    J       = 6'b000010,
    JAL     = 6'b000011,
    BEQ     = 6'b000100,
    BNE     = 6'b000101,
    ADDI    = 6'b001000,
    ADDIU   = 6'b001001,
    SLTI    = 6'b001010,
    SLTIU   = 6'b001011,
    ANDI    = 6'b001100,
    ORI     = 6'b001101,
    XORI    = 6'b001110,
    LUI     = 6'b001111,
    LW      = 6'b100011,
    LBU     = 6'b100100,
    LHU     = 6'b100101,
    SB      = 6'b101000,
    SH      = 6'b101001,
    SW      = 6'b101011,
    LL      = 6'b110000,
    SC      = 6'b111000,
    HALT    = 6'b111111
  } opcode_t;
  typedef enum logic [FUNC_W-1:0] {
    SLL     = 6'b000000,
    SRL     = 6'b000010,
    JR      = 6'b001000,
    ADD     = 6'b100000,
    ADDU    = 6'b100001,
    SUB     = 6'b100010,
    SUBU    = 6'b100011,
    AND     = 6'b100100,
    OR      = 6'b100101,
    XOR     = 6'b100110,
    NOR     = 6'b100111,
    SLT     = 6'b101010,
    SLTU    = 6'b101011
  } funct_t;
  typedef enum logic [AOP_W-1:0] {
    ALU_SLL     = 4'b0000,
    ALU_SRL     = 4'b0001,
    ALU_ADD     = 4'b0010,
    ALU_SUB     = 4'b0011,
    ALU_AND     = 4'b0100,
    ALU_OR      = 4'b0101,
    ALU_XOR     = 4'b0110,
    ALU_NOR     = 4'b0111,
    ALU_SLT     = 4'b1010,
    ALU_SLTU    = 4'b1011
  } aluop_t;
  typedef logic [REG_W-1:0] regbits_t;
  typedef struct packed {
    opcode_t            opcode;
    logic [ADDR_W-1:0]  addr;
  } j_t;
  typedef struct packed {
    opcode_t            opcode;
    regbits_t           rs;
    regbits_t           rt;
    logic [IMM_W-1:0]   imm;
  } i_t;
  typedef struct packed {
    opcode_t            opcode;
    regbits_t           rs;
    regbits_t           rt;
    regbits_t           rd;
    logic [SHAM_W-1:0]  shamt;
    funct_t             funct;
  } r_t;
  typedef struct packed {
    logic [ITAG_W-1:0]  tag;
    logic [IIDX_W-1:0]  idx;
    logic [IBYT_W-1:0]  bytoff;
  } icachef_t;
  typedef struct packed {
    logic [DTAG_W-1:0]  tag;
    logic [DIDX_W-1:0]  idx;
    logic [DBLK_W-1:0]  blkoff;
    logic [DBYT_W-1:0]  bytoff;
  } dcachef_t;
  typedef logic [WORD_W-1:0] word_t;
  typedef enum logic [1:0] {
    FREE,
    BUSY,
    ACCESS,
    ERROR
  } ramstate_t;
endpackage
import cpu_types_pkg::*;
module alu(
        input logic [3:0] ALUOP,
        input logic [31:0] Port_A,
        input logic [31:0] Port_B,
        output logic negative,
        output logic overflow,
        output logic [31:0] output_port,
        output logic zero
    );
assign zero = (output_port == 32'h0 ? 1'b1 : 1'b0);
assign overflow = (Port_A[31] == Port_B[31] ? (Port_A[31]^output_port[31]) :
1'b0);  
assign negative = output_port[31];
always_comb begin : decoder
    casez (ALUOP)
        default: begin
            output_port <= 32'b0;
        end
        ALU_SLL: begin
            output_port = Port_A << Port_B;
        end
        ALU_SRL: begin
            output_port = Port_A >> Port_B;
        end
        ALU_AND: begin
            output_port = Port_B & Port_A;
        end
        ALU_OR: begin
            output_port = Port_B | Port_A;
        end
        ALU_XOR: begin
            output_port = Port_B ^ Port_A;
        end
        ALU_SLT: begin
            if ($signed(Port_A) < $signed(Port_B)) begin
               output_port = 1'b1;
            end else begin
               output_port = 1'b0;
            end
        end
        ALU_SLTU: begin
           if ( $unsigned(Port_A) < $unsigned(Port_B) ) begin
               output_port = 1'b1;
           end else begin
               output_port = 1'b0;
           end
        end
        ALU_ADD: begin
            output_port = Port_A + Port_B;
        end
        ALU_SUB: begin
            output_port = Port_A - Port_B;
        end
        ALU_NOR: begin
            output_port = ~(Port_B | Port_A);
        end
    endcase
end
endmodule
==> deck_impl_summary.md <==
Synthesis and Place & Route Summary

Drt
  • WL final: approximately 43 mm
  • Antenna viol nets, final: 0
  • Top Metal Used: met4
  • Met3 routed WL: 5.144 mm
  • Metal2 WL: roughly 18 mm
  • WL/cell: approximately 25 um
  • Initial DRC count: around 1500
  • Met1 WL: 17.72 mm
  • Drt first pass iters: 6
  • Vias per cell: approximately 7
  • Residual DRC: 0
  • Diodes inserted: 0
  • Via count: between 10000 and 15000

Yosys
  • Top cell area share: between 10% and 20%
  • Ys cells: between 1000 and 1500
  • Ys Warns: 1
  • Synthesized instance count: ~1400
  • Syn avg cell area: 6.988 um2
  • Seq/Total Area, Yosys: 0%
  • YS chip area: 0.01003 mm2
  • Yosys cell types: approximately 89
  • Post-synth top area cell: ha_1
  • Cell area leaders: ha_1 (12%), mux2i_1 (8.7%), mux4_2 (8.1%), nand2_1 (5.6%), a21oi_1 (4.8%)
  • Cell Area, Synth: approximately 0.01 mm2

Final timing
  • Fmax: roughly 0.081 GHz
  • Final TNS setup: 0 ns
  • Worst-margin pin slew: 0.9624 ns
  • Min Clock Period, post-route: about 12 ns
  • Final Max Tran Viols: 0
  • Final period utilization: 71.42%
  • # setup viols final: 0
  • Final hold violations: 0
  • Headroom to the max-slew limit: a little over a third
  • Setup WS post-layout: 4.943 ns
  • RSZ-0062 raised after global routing: false

Layout
  • Clock buf count: 0
  • Storage cell area: 0 um2
  • Fillers: between 1500 and 2000
  • Multi-input gate area: roughly 0.0092 mm2
  • Area Growth Syn to Fin: 10.47%
  • FF+latch count: 0
  • Layout cells sized above 1: 9.003%
  • Util after Layout: between 50% and 60%

Clock network
  • CTS resizes: 0
  • Post-CTS setup buffer count: 0
  • Post-CTS Hold Fix Bufs: 0

Run status
  • Outcome: finished clean

Die
  • Core Rows: ~51
  • Die Size: approximately 0.021 mm2
  • Io pins: ~100
  • Die X: ~140 um
  • Core footprint: 0.01959 mm2
  • Core Util at FP: ~51%
  • Die Span Y: approximately 140 um

Global route
  • First-pass GRT wire length: roughly 64 mm
  • Largest net degree at the start of global routing: ~64
  • Initial antenna violation count: 0
  • Total congestion overflow: 0
  • GR Util All Layers: 42.52%
  • Number of global-route vias before repair: approximately 11000

Power
  • Leak: 0.004523 uW
  • Worst vdd ir: between 0.00002 and 0.00003 V
  • Power Density: around 32 mW/mm2
  • Overall Power: approximately 360 uW

Worst setup path
  • Crit end category: output pin
  • Setup CP Type: in2out
  • Worst-path fanout max: ~43
  • Worst Path Arrival: 8.90 ns
  • Worst Path Required: between 10 and 15 ns
  • Startpoint Class: primary input

Hold path
  • Worst min path class: in2out

Placement
  • GPL Wtd Cong: ~1.1
  • PortBufs: 103
  • Placement Setup Slack: just over 5 ns
  • Post-DP HPWL: roughly 33 mm

Job
  • Maxcap violations: 0
  • Log Warnings: about 100
## layout make-up
class	instances	share of cell area, %
Tap cell	265	2.993
Multi-Input combinational cell	1218	82.81
Timing Repair Buffer	131	10.98
Inverter	95	3.219
## synth_stat cells (all sizes together) (11+ instances only)
cell type / instances
nand2b: 14
buf: 47
nor4: 22
inv: 93
a211oi: 38
o31ai: 17
mux2: 26
a211o: 18
or2: 12
a21o: 15
nor3: 26
nand2: 149
nand3: 31
nor2: 102
o21ai: 80
o311ai: 11
and2: 11
a21oi: 96
xnor2: 28
a22oi: 17
clkbuf: 75
mux2i: 87
o21bai: 11
a221o: 12
o211ai: 25
ha: 99
nor2b: 27
a221oi: 15
nand4: 12
o22ai: 16
a31oi: 25
mux4: 36
xor2: 12
## per-stage QoR
stage / instances / hold slack [ns] / cell area [um2]
2_1_floorplan: 1435 / 7.006 / 10030
3_5_place_dp: 1709 / 8.099 / 11080
3_3_place_gp: 1709 / 8.079 / 11080
5_1_grt: 1709 / 8.172 / 11080
6_report: 1709 / 8.113 / 11080
4_1_cts: 1709 / 8.098 / 11080
## logic make-up (layout without fill, tap and decap cells)
logic type	after synthesis	in the layout	synth area share, %
multiplexers	149	149	19.69
XOR/XNOR	40	40	3.493
AND-OR/OR-AND	483	483	33.75
AND/OR/NAND/NOR	445	445	21.58
adder cells (fa/ha/maj)	101	101	12.75
buffers and inverters	217	226	8.734
## power breakdown
group / leakage (uW) / switching, uW / internal [uW]
Combinational: 0.00452 / 213 / 144
Clock: 0 / 0 / 0
Sequential: 0 / 0 / 0
Total: 0.00452 / 213 / 144
## worst max-delay path, cell delays in order
cell and delay, ns:
clkdlybuf4s50_1 0.46, buf_4 0.37, clkinv_1 0.38, ha_1 0.62, nor3b_1 0.10, nor3_1 0.30, a211oi_2 0.16, a211oi_1 0.71
o21ai_1 0.29, a41oi_1 0.31, o221a_2 0.22, o21ai_0 0.13, nor4_1 0.43, nand4b_1 0.22, nor4_2 0.20, clkdlybuf4s50_1 0.51
## path summary, 6_finish.rpt
check  startpoint        endpoint  cells after the start
max     Port_B[4]            zero                     16
min      ALUOP[0]  output_port[4]                      6
## cell usage in the layout (no fill, tap or decap), types with 8 or more instances in the layout
master and count:
and3_1 10, mux4_2 36, a21o_1 15, o31ai_1 17, nor2_1 102, nand2_1 149
a21oi_1 96, o221ai_1 8, nand4_1 12, o21ai_0 77, xor2_1 12, o211ai_1 25
nand2b_1 14, a221o_1 12, mux2i_1 87, nor4_1 20, inv_1 92, a221oi_1 15
o22ai_1 16, xnor2_1 28, or2_2 9, o21bai_1 11, o2111ai_1 9, buf_4 30
a211oi_1 37, nor3_1 26, a22oi_1 17, nor2b_1 27, clkdlybuf4s50_1 97, a31oi_1 24
ha_1 99, mux2_2 26, a211o_1 18, and2_1 10, nand3_1 31, o311ai_0 8
## layer usage
layer  global-route usage [%]  up-vias
met5                        0        -
met2                    62.37      719
met4                    16.46        0
met3                    12.93      142
li1                         -     5445
met1                    58.61     5585
Power and IR drop assume default switching activity.
